File: flow/run.sh
#!/bin/bash
# OpenROAD 26Q1-2900-gdf79404cd8, Yosys 0.63+post, stock flow scripts
make -C /OpenROAD-flow-scripts/flow DESIGN_CONFIG=/design/flow/config.mk WORK_HOME=/design/flow/orfs finish
File: flow/constraint.sdc
current_design piso

set clk_period 1.6
set clk_io_pct 0.2

create_clock -name clk0 -period $clk_period [get_ports {clock}]

set non_clock_inputs [all_inputs -no_clocks]
set_input_delay [expr $clk_period * $clk_io_pct] -clock clk0 $non_clock_inputs
set_output_delay [expr $clk_period * $clk_io_pct] -clock clk0 [all_outputs]
File: flow/config.mk
export PLATFORM = sky130hd
export DESIGN_NAME = piso
export DESIGN_NICKNAME = piso
export VERILOG_FILES = /design/flow/design.v
export SDC_FILE = /design/flow/constraint.sdc
export NUM_CORES = 4
export LEC_CHECK = 1
export CORE_AREA = 10 10 70 70
export DIE_AREA = 0 0 80 80
File: flow/design.v
`timescale 1ns / 1ps
module piso(
    input wire clock,  
    input wire reset,  
    input wire [3:0] parallel_in,  
    output wire serial_out  
);
reg [3:0] shift_reg;  
reg [3:0] counter;    
always @(posedge clock) begin
    if (reset)
        shift_reg <= 4'b0;  
    else
        shift_reg <= parallel_in;  
    if (reset)
        counter <= 4'b0;  
    else
        counter <= counter + 1;  
end
assign serial_out = shift_reg[counter];
endmodule
==> metrics.cfg <==
[synth]
top_area_cell = dfxtp_1
ys_types = 5
postSynthCellCount = 14
yosysMostFrequentCell = dfxtp_1
synth-edff-count = 0
yosysCellCount = 14
ys_chip_area_um2 = 184
ys_seq_elements = 6
ys_seq_share = 0.653
ys.flop_type = dfxtp_1
yosys_warnings = 1
common_cells = dfxtp_1 (6), nor2b_1 (4), nor2_1 (2), mux4_2 (1), xnor2_1 (1)
topCellsByArea = dfxtp_1 (65%), nor2b_1 (14%), mux4_2 (12%), xnor2_1 (4.8%), nor2_1 (4.1%)
async_flop_share = 0
top_area_frac = 0.653
avgSynthCellArea_um2 = 13.1
netlist_area_um2 = 184

[power]
clkPwrFrac = 0.397
power.switching_mw = 0.0616
p_sw_frac = 0.186
p_per_area_nw_per_um2 = 1010
peakVddDrop_uv = 521
p_int_mw = 0.270
combPwrFrac = 0.104
p_leak_nw = 0.114
seqPwrFrac = 0.498

[final_timing]
setup-violations-final = 0
max_slew_margin = 0.850
fin_skew_ns = 0.0000528
rsz0062_at_grt = no
fin_crit_sh = 0.952
worst_slew_pin_slew_ns = 0.224
fin_crit_ns = 1.52
hold_viol = 0
fmax_ghz = 0.656
timing.setup.tns_ns = 0
slew_violations = 0

[detailed_routing]
viasPerCell = 1.90
antenna-diode-count = 0
finalWirelength_um = 374
drt_first_pass_iters = 2
detail-route-antenna-nets = 0
via_count = 133
drt-initial-drc-count = 1
wire_per_inst_um = 5.34
drcViolationCount = 0

[finish]
final_util = 0.0960
largest_reg_flops = 4
area_growth_pct = 78.2
layout-drive-gt1-share = 0.292
n_fill_cell = 407

[job]
cap_violations = 0
warning_count = 25

[critical_path]
cp-start-kind = flop
crit_path_end_kind = output pin
worstPathArrival_ns = 1.20
max_stage_delay_ns = 0.50
reg2regPathDepth = 3
r2r_start = counter[0]
path_cells = mux4_2 -> buf_2
rr_endpoint = counter[1]
cpLargestDelayFamily = multiplexers
cpMaxStageDelayCell = mux4_2
path_buffers = 1
r2r_slack_ns = 0.82
crit_type = flop to output pin
cp.required_ns = 1.28
worstPathMaxFanout = 2

[hold_path]
hp-start = counter[0]
holdPathStages = 2
hold_end = counter[0]
hold_class = flop to flop

[clock_tree]
clkTransAtPathRegs_ns = 0.04
clk_latency_ns = 0.24
cts_root_buffer = clkbuf_4
cts_buffers = 3
clock-sinks = 6
cts_tree = done
htree_levels = 1
cts_hold_buf = 0
clk_path_buf_depth = 2

[global_route]
grt_pass1_wl_um = 634
grt_max_degree = 7
grt_overflow = 0
grt_use_total = 0.0130
grt_pass1_vias = 153
antenna_found_initial = 0

[floorplanning]
row_count = 21
coreArea_um2 = 3420
die_y_um = 80
io-pin-count = 7
floorplan.core_util = 0.0538
fp.dieW_um = 80
die_area_um2 = 6400

[placed_design]
io_buffer_count = 6
gp_congestion = 0.631

[outcome]
status = completed

## repair_timing
item                                    CTS  global route
endpoints found under the hold margin     0             0
gates resized                             4             0
setup buffers                             0             0
endpoints found under the setup margin    1             0
## routing by layer
layer | routed length (µm) | track usage | part of all wire
met4 | 0 | 0.00176 | 0
met1 | 194 | 0.0161 | 0.52
met5 | 0 | 0 | 0
met3 | 66 | 0.0148 | 0.18
met2 | 113 | 0.0144 | 0.30
## cells by family after synthesis
| logic type | Yosys count | synth area share |
|---|---|---|
| muxes | 1 | 0.122 |
| DFF | 6 | 0.653 |
| xor gates and xnor gates | 1 | 0.0476 |
| and+or+nand+nor | 6 | 0.177 |
## layout by cell type (no fill, tap or decap)
master	netlist	layout
clkbuf_4	0	3
mux4_2	1	1
clkdlybuf4s50_1	0	5
dfxtp_2	0	1
xnor2_1	1	1
dfxtp_1	6	5
nor2_1	2	2
buf_4	0	1
buf_2	0	1
nor2b_1	4	4
## worst reg2reg max path: cells and delay by family, from the launching register on
| kind | cells | cell delay, ns |
|---|---|---|
| XOR/XNOR | 1 | 0.15 |
| buffers and inverters | 1 | 0.13 |
| AND/OR/NAND/NOR | 1 | 0.06 |
| flip-flops | 1 | 0.32 |
## metrics by stage
stage	power, mW	worst slack (ns)	instances	cell area (µm²)	hold slack (ns)
2_1_floorplan	0.180	0.454	14	184	0.387
3_3_place_gp	0.203	-0.00192	67	309	0.500
3_5_place_dp	0.205	-0.0221	67	309	0.526
4_1_cts	0.336	0.0579	70	328	0.528
5_1_grt	0.351	0.0227	70	328	0.556
6_report	0.332	0.0762	70	328	0.526
## worst max-delay path by stage
stage | from | end | slack (ns) | cells past startpoint
4_1_cts | counter[0] | serial_out | 0.06 | 2
5_1_grt | counter[0] | serial_out | 0.02 | 2
6_report | counter[0] | serial_out | 0.08 | 2
## power by group through the flow
stage / combinational, mW / clock (mW) / sequential (mW)
CTS: 0.0355 / 0.136 / 0.165
global route: 0.0378 / 0.147 / 0.166
finish: 0.0346 / 0.132 / 0.165
## cell type report
class                   instances  area [µm²]  area share
flip-flops and latches          6         121       0.370
clock buffers                   3        22.5      0.0687
multi-input cells               8        63.8       0.195
well taps                      46        57.6       0.176
repair buffers                  7        62.6       0.191
Power and IR drop assume default switching activity.
