===== design/flow/design.v =====
`timescale 1ns / 1ps
module fourbitcounter(
    input wire clk,     
    input wire reset,   
    output wire [3:0] count  
);
reg [3:0] next_count;
always @(posedge clk or posedge reset) begin	
    if (reset)					 
        next_count <= 4'b0000;
    else
        next_count <= next_count + 1;
end
assign count = next_count;
endmodule

===== design/flow/run.sh =====
#!/bin/bash
# OpenROAD 26Q1-2900-gdf79404cd8, Yosys 0.63+post, stock flow scripts
make -C /OpenROAD-flow-scripts/flow DESIGN_CONFIG=/design/flow/config.mk WORK_HOME=/design/flow/orfs finish

===== design/flow/config.mk =====
export PLATFORM = sky130hd
export DESIGN_NAME = fourbitcounter
export DESIGN_NICKNAME = fourbitcounter
export VERILOG_FILES = /design/flow/design.v
export SDC_FILE = /design/flow/constraint.sdc
export NUM_CORES = 4
export LEC_CHECK = 1
export CORE_AREA = 10 10 70 70
export DIE_AREA = 0 0 80 80

===== design/flow/constraint.sdc =====
current_design fourbitcounter

set clk_period 1.0
set clk_io_pct 0.2

create_clock -name clk0 -period $clk_period [get_ports {clk}]

set non_clock_inputs [all_inputs -no_clocks]
set_input_delay [expr $clk_period * $clk_io_pct] -clock clk0 $non_clock_inputs
set_output_delay [expr $clk_period * $clk_io_pct] -clock clk0 [all_outputs]

==> COMMIT_EDITMSG <==
Refresh implementation metrics

- The flow ran to the end, and the final reports show no timing, DRC or antenna violations.
- Core Area: 3420 sq um
- Number of non-filler instances in the completed layout: 70
* N_diodes: 0
- Hold Worst Slack: 0.155 ns
- Number of hold-slack violations in the final timing report: 0
- Cell area power density: 1230 nW/um^2
- The slew check shows that the tightest pin keeps a relative margin of 90.4%.
- Layout filler cell count: 403
- The pre-antenna-repair detailed-routing pass consisted of 2 iterations.
- Number of buffers inserted for hold repair after clock tree synthesis: 0
- DR vias: 124
- The tightest min-delay check is of the in -> async type.
- Total die size: 6400 sq um
* DRC violation count after routing: 0
* GPL Wtd Cong: 0.657
- Data arrival time of the worst path: 1.06 ns
* Peak Freq: 1060 MHz
- Sorting the Yosys area breakdown by cell type puts at the top sky130_fd_sc_hd__dfrtp_1.
- By instance count after routing, the leading logic cell type is sky130_fd_sc_hd__buf_4.
* Avg Synthesized Cell Area: 14.3 sq um
* FP Rows: 21
* Slew at the pin with the worst max-slew slack: 0.144 ns
- Final-report setup violation count: 0
- Buffer type at the clock tree root: sky130_fd_sc_hd__clkbuf_4
* FP Core Util: 4.18%
* Initial antenna violation count: 0
* First-iteration detailed-routing DRC count: 4
* Biggest area contributors in the synthesized netlist: sky130_fd_sc_hd__dfrtp_1 70%, sky130_fd_sc_hd__ha_1 8.8%, sky130_fd_sc_hd__xnor2_1 6.1%
* Detail Route Antenna Nets: 0
* Largest fanout of any net on the critical path: 3
- Die extent in y: 80 um
- Post-Syn Area: 143 sq um
- Total of max-cap violations: 0
- Startpoint kind of the worst setup timing path: flop
- Post-Syn Instances: 10
* Share of the yosys chip area belonging to registers: 70.2%
* Wire per inst: 6.20 um
- Synth cell types: 6
- The flow measured a signed area growth from synthesis to layout of 111%.
- Number of top-level design ports: 6
- Element type at the critical path end: flop
- Top cells excl fill/tap: 6 x sky130_fd_sc_hd__buf_4, 4 x sky130_fd_sc_hd__dfrtp_1, 3 x sky130_fd_sc_hd__clkbuf_4, 3 x sky130_fd_sc_hd__clkbuf_2, 2 x sky130_fd_sc_hd__inv_1
* Number of buffer cells added on primary ports: 5
- Detail-routed via count per cell: 1.77
- As reported, the later end of the worst-skew pair has a clock insertion delay of 0.23 ns.
- Entering global routing, the biggest net connects 5 pins.
- Horizontal extent of the die: 80 um
- For the final database, setup skew stands at 0.00213 ns.
- Registers, synthesis: 4
- Max-slew violations: 0
- Global routing finished with a remaining overflow of 0.
- Looking at the worst setup and hold paths, the clock pins of their registers show a slew of 0.04 ns.
* H-tree lvl count: 1
* Largest Register: next_count
* Number of global-route vias before repair: 149
* Crit share post-route: 94.4%
* Number of cells in Yosys stat: 10
- Combined global-route utilization of all metal layers: 1.55%
- In the final layout, the share of cells above drive strength 1 is 58.3%.
- The analysis reports a worst IR drop on VDD of 0.000167 V.
* Largest registers: next_count x4
- Post-placement cell count: 64
- Clock sink total: 4
- Setup repair after global routing missed its margin: no
* Total Routed Length: 434 um
- Post-synthesis, Yosys gives the total cell area as 143 sq um.
* CTS tree: done
- Clock buffers created by TritonCTS: 3
* Yosys top cell area share: 70.2%
- Max reg flops: 4
- Leakage power summed over all cells: 0.153 nW
- Yosys warning count: 1
- According to the timing report, the data required time at the worst endpoint equals 1.12 ns.
* Wire length of the first global-routing pass: 676 um
- The longest clock path from root to sink contains 2 buffers.
- The worst setup path is of the reg -> reg kind.
* Fin crit period: 0.944 ns
* Total tool warning count: 26
## layer usage
layer / up-vias / GRT usage (%) / share of wire (%)
li1: 59 / - / -
met1: 59 / 1.14 / 33
met2: 6 / 1.44 / 30
met3: 0 / 3.18 / 37
met4: 0 / 0.704 / 0
met5: - / 0 / 0
## report_power, final
| part | total, mW | switching [mW] | leakage [nW] | internal [mW] |
|---|---|---|---|---|
| Sequential | 0.163 | 0 | 0.0566 | 0.163 |
| Clock | 0.198 | 0.0641 | 0.0138 | 0.134 |
| Combinational | 0.00696 | 0.00329 | 0.0822 | 0.00367 |
| Total | 0.368 | 0.0674 | 0.153 | 0.301 |
## kinds of logic (layout without fill, tap and decap cells)
logic type / count (synthesis) / after routing / synth area share (%)
xor+xnor: 2 / 2 / 12.3
fa+ha+maj: 1 / 1 / 8.77
buf+inv: 2 / 16 / 5.27
flops: 4 / 4 / 70.2
simple gates: 1 / 1 / 3.51
## critical path, stage by stage, from the launching register on
cell and delay (ns):
sky130_fd_sc_hd__dfrtp_1 0.38, sky130_fd_sc_hd__buf_4 0.15, sky130_fd_sc_hd__ha_2 0.18, sky130_fd_sc_hd__xor2_1 0.13
## cell type report
type	count	area, sq um	area share [%]
Timing Repair Buffer	11	75.1	25.0
Clock buffer	3	22.5	7.50
Multi-Input combinational cell	4	37.5	12.5
Inverter	2	7.51	2.50
Sequential cell	4	100	33.3
Tap cell	46	57.6	19.2
## cell usage after synthesis
library cell / n
sky130_fd_sc_hd__xnor2_1: 1
sky130_fd_sc_hd__nand3_1: 1
sky130_fd_sc_hd__ha_1: 1
sky130_fd_sc_hd__dfrtp_1: 4
sky130_fd_sc_hd__inv_1: 2
sky130_fd_sc_hd__xor2_1: 1
## worst paths after layout
kind / startpoint / to / slack, ns / depth (start not counted)
max: next_count[0]$_DFF_PP0_ / next_count[2]$_DFF_PP0_ / 0.06 / 3
min: reset / next_count[3]$_DFF_PP0_ / 0.15 / 2
max reg2reg: next_count[0]$_DFF_PP0_ / next_count[2]$_DFF_PP0_ / 0.06 / 3
min reg2reg: next_count[0]$_DFF_PP0_ / next_count[0]$_DFF_PP0_ / 0.54 / 2
max in group asynchronous: reset / next_count[0]$_DFF_PP0_ / 0.70 / 2
min in group clk0: next_count[0]$_DFF_PP0_ / next_count[0]$_DFF_PP0_ / 0.54 / 2
## timing repair
item	4_1_cts	5_1_grt
gates resized	10	4
buffers inserted	3	0
endpoints found under the setup margin	4	4
## metrics by stage
stage                     setup slack (ns)  total power, mW  area [sq um]  setup TNS, ns  utilization [%]
after global placement             -0.0870            0.172           273         -0.123             7.99
after detailed placement           -0.0942            0.172           273         -0.116             7.99
after global routing                0.0151            0.393           300              0             8.79
after CTS                          -0.0315            0.380           313        -0.0315             9.16
after floorplan                      0.179            0.168           143              0                -
final                               0.0563            0.368           300              0             8.79
Power figures rest on the tool's default switching activity, not on a simulated workload.
